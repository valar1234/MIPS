[flow/constraint.sdc]
current_design decode

set clk_period 28.7
set clk_io_pct 0.2

create_clock -name clk0 -period $clk_period [get_ports {clk}]

set non_clock_inputs [all_inputs -no_clocks]
set_input_delay [expr $clk_period * $clk_io_pct] -clock clk0 $non_clock_inputs
set_output_delay [expr $clk_period * $clk_io_pct] -clock clk0 [all_outputs]
[flow/run.sh]
#!/bin/bash
# OpenROAD 26Q1-2900-gdf79404cd8, Yosys 0.63+post, stock flow scripts
make -C /OpenROAD-flow-scripts/flow DESIGN_CONFIG=/design/flow/config.mk WORK_HOME=/design/flow/orfs finish
[flow/design.v]
`timescale 1ns / 1ps
`timescale 1ns / 1ps
module ALU_Ctr(
input wire [5:0]	opcode,
input wire [5:0]	funct,
input wire [1:0]	ALUOp,
output wire [3:0] cmd
    );
	assign cmd = OUT( funct, ALUOp);
	 function [3:0]	OUT;
		input [5:0] funct;
		input [1:0] ALUOp;
		case( ALUOp )
		2'b00: OUT = 4'b0010;
		2'b01: OUT = 4'b0011;
		2'b10: OUT = DECODE( funct );
		2'b11: OUT = DECODE2( opcode );
		default: OUT = 4'bxxxx;
		endcase
	 endfunction
	 function [3:0] DECODE;
		input [5:0] funct;
		case( funct )
		6'b100100: 	DECODE = 4'b0000;
		6'b100101:  	DECODE = 4'b0001;
		6'b100000: 	DECODE = 4'b0010;
		6'b100010: 	DECODE = 4'b0011;
		6'b101010: 	DECODE = 4'b0100;
		6'b100111: 	DECODE = 4'b0101;
		6'b000100:	DECODE = 4'b1000;
		6'b000110:	DECODE = 4'b1001;
		default: DECODE = 4'bxxxx;
		endcase
	 endfunction
	 function [3:0] DECODE2;
		input [5:0] opcode;
		begin
			case( opcode )
			6'b001000: DECODE2 = 4'b0010;
			6'b001100: DECODE2 = 4'b0000;
			6'b001101:	 DECODE2 = 4'b0001;
			6'b001110: DECODE2 = 4'b0110;
			6'b001111:	 DECODE2 = 4'b0111;
			default:			 DECODE2 = 4'bxxxx;
			endcase
		end
	 endfunction
endmodule
`timescale 1ns / 1ps
`timescale 1ns / 1ps
module CPU_Ctr(
input wire [31:0]       instruction,
output wire             regdst_flag,
output wire [1:0]       jump_flag,
output wire [1:0]       branch_flag,
output wire             memread_flag,
output wire             memtoReg_flag,
output wire [1:0]       ALUOp,
output wire             memwrite_flag,
output wire             ALUSrc_flag,
output wire             regwrite_flag
    );
	wire [5:0]         opcode;
	assign opcode = instruction[31:26];
	assign regdst_flag = (opcode == 6'b000000) ? 1'b1 : 1'b0;
	assign jump_flag = JUMP( instruction );
	function [1:0] JUMP;
	input [31:0]       instruction;
	begin
	   if( instruction[31:26] == 6'b000010 )
	       JUMP = 2'b01;
	   else if( instruction[31:26] == 6'b000011 )
	       JUMP = 2'b11;
	   else if( (instruction[31:26] == 6'b000000 && instruction[5:0] == 6'b001000) )
	       JUMP = 2'b10;
	   else
	       JUMP = 2'b00;
	end
	endfunction
	assign branch_flag = BRANCH( opcode );
	function [1:0]	BRANCH;
		input [5:0] opcode;
		begin
			case( opcode )
			6'b000100: BRANCH = 2'b01;
			6'b000101: BRANCH = 2'b10;
			default: 		BRANCH = 2'b00;
			endcase
		end
	endfunction
	assign memread_flag = (opcode == 6'b100011) ? 1'b1 : 1'b0;
	assign memtoReg_flag = (opcode == 6'b100011) ? 1'b1 : 1'b0;
	assign memwrite_flag = (opcode == 6'b101011) ? 1'b1 : 1'b0;
	assign ALUSrc_flag = ALUSRC( opcode );
	function ALUSRC;
		input [5:0] opcode;
		begin
			if( opcode[5:3] == 3'b001)
				ALUSRC = 1'b1;
			else
				case( opcode )
				6'b100011: 	ALUSRC = 1'b1;
				6'b101011: 	ALUSRC = 1'b1;
				default:		ALUSRC = 1'b0;
				endcase
		end
	endfunction
	assign regwrite_flag = REGWRITE( opcode, instruction );
	function REGWRITE;
		input [5:0]	opcode;
		input [31:0] instruction;
		begin
		    if( instruction == 32'h0 )
		         REGWRITE = 1'b0; 
		    else if( opcode == 6'b000011 )
		         REGWRITE = 1'b1;
			else if( opcode[5:3] == 3'b001)
				REGWRITE = 1'b1;
			else if( opcode == 6'b100011)
			     REGWRITE = 1'b1;
			else if( opcode == 6'b000000 )
			begin
			     if( instruction[5:0] == 6'b001000)
			         REGWRITE = 1'b0;
			     else
			         REGWRITE = 1'b1;
			end
			else
			     REGWRITE = 1'b0;
		end
	endfunction
	assign ALUOp = OP( opcode );
	function [1:0]	OP;
		input [5:0]	opcode;
		begin
			if( opcode[5:3] == 3'b001)
				OP = 2'b11;
			else
				case( opcode )
				6'b101011:  OP = 2'b00;
				6'b100011:  OP = 2'b00;
				6'b000100: OP = 2'b01;
				6'b000101: OP = 2'b01;
				6'b000000:	   OP = 2'b10;
				default:	   OP = 2'b00;
				endcase
		end
	endfunction
endmodule
`timescale 1ns / 1ps
module bypath_ctr(
input wire [4:0]        id_ex_rs,
input wire [4:0]        id_ex_rt,
input wire [4:0]        ex_mem_rd,
input wire [4:0]        mem_wb_rd,
input wire              ex_mem_regwrite_flag,
input wire              mem_wb_regwrite_flag,
output wire [1:0]       forward_a,
output wire [1:0]       forward_b
    );
    wire forwardA_ex_mem_condition;
    wire forwardA_mem_wb_condition;
    wire forwardB_ex_mem_condition;
    wire forwardB_mem_wb_condition;
    assign forwardA_ex_mem_condition = (ex_mem_regwrite_flag == 1'b1) && (ex_mem_rd != 0) && (ex_mem_rd == id_ex_rs);
    assign forwardA_mem_wb_condition = (mem_wb_regwrite_flag == 1'b1) && (mem_wb_rd != 0) && ( mem_wb_rd == id_ex_rs);
    assign forwardB_ex_mem_condition = (ex_mem_regwrite_flag == 1'b1) && (ex_mem_rd != 0) && (ex_mem_rd == id_ex_rt);
    assign forwardB_mem_wb_condition = (mem_wb_regwrite_flag == 1'b1) && (mem_wb_rd != 0) && ( mem_wb_rd == id_ex_rt);
    function [1:0]  FORWARD;
    input       ex_mem_condition;
    input       mem_wb_condition;
    begin
        if( ex_mem_condition )
            FORWARD = 2'b10;
        else if( mem_wb_condition )
            FORWARD = 2'b01;
        else
            FORWARD = 2'b00;
    end
    endfunction
    assign forward_a = FORWARD(forwardA_ex_mem_condition, forwardA_mem_wb_condition);
    assign forward_b = FORWARD(forwardB_ex_mem_condition, forwardB_mem_wb_condition);
endmodule
`timescale 1ns / 1ps
`timescale 1ns / 1ps
module decode(
input wire						clk,
input wire						rst,
input wire [31:0]               pc,
input wire [31:0]               instruction,
input wire						regwrite_flag,
input wire [4:0]                write_reg,
input wire [31:0]               write_data,
input wire                      isFlush,
input wire                      isCacheStall,
output reg [31:0]               reg1_data,
output reg [31:0]               reg2_data,
output reg signed [31:0]        reg_immediate,
output reg [31:0]               reg_instruction,
output reg [4:0]                reg_rt,
output reg [4:0]                reg_rd,
output reg [31:0]               reg_pc,
output reg [3:0]                reg_ctr_ex,
output reg [5:0]                reg_ctr_m,
output reg [1:0]                reg_ctr_wb,
output wire                     isHazard,
input wire [4:0]                ex_write_reg,
input wire                      ex_regwrite_flag,
input wire [4:0]                mem_write_reg,
input wire                      mem_regwrite_flag,
output reg [1:0]                reg_forward_a,
output reg [1:0]                reg_forward_b,
output reg [3:0]                reg_ALUcmd,
input wire [1:0]                bht_token,
output reg [1:0]                reg_bht_token             
    );
	 reg	[31:0]				registers[31:0];
	 wire                    c_regdst_flag;
     wire [1:0]              c_jump_flag;
     wire [1:0]              c_branch_flag;
     wire                    c_memread_flag;
     wire                    c_memtoReg_flag;
     wire [1:0]              c_ALUOp;
     wire                    c_memwrite_flag;
     wire                    c_ALUSrc_flag;
     wire                    c_regwrite_flag;
	 wire [4:0]                rs;
	 wire [4:0]                rt;
	 wire [4:0]                rd;
	 integer                   index;
	 assign rs = instruction[25:21];
	 assign rt = instruction[20:16];
	 assign rd = instruction[15:11];
	 assign isHazard = (reg_ctr_m[1] == 1'b1) && ( (reg_rt == rs) || (reg_rt == rt));
	 wire [1:0]                    forward_a;
	 wire [1:0]                    forward_b;
      bypath_ctr bypath_ctr_inst(
        .id_ex_rs(                  rs                          ),
        .id_ex_rt(                  rt                          ),
        .ex_mem_rd(                 ex_write_reg                ),
        .mem_wb_rd(                 mem_write_reg             ),
        .ex_mem_regwrite_flag(      ex_regwrite_flag               ),
        .mem_wb_regwrite_flag(      mem_regwrite_flag           ),
        .forward_a(                 forward_a                   ),
        .forward_b(                 forward_b                   )
      );
      always @(posedge clk)
      begin
        if( rst )
        begin
            reg_forward_a <= 0;
            reg_forward_b <= 0;
            reg_rt <= 0;
            reg_rd <= 0;
            reg_pc <= 0;
            reg_instruction <= 0;
            reg_immediate <= 0;
            reg1_data <= 0;
            reg2_data <= 0;
        end
        else
        begin
            if( isFlush )
            begin
                reg_forward_a <= 0;
                reg_forward_b <= 0;
                reg_rt <= 0;
                reg_rd <= 0;
                reg_pc <= 0;
                reg_instruction <= 0;
                reg_immediate <= 0;
                reg1_data <= 0;
                reg2_data <= 0;
            end
            else if( isCacheStall || isHazard )
            begin
                reg_forward_a <= reg_forward_a;
                reg_forward_b <= reg_forward_b;
                reg_rt <= reg_rt;
                reg_rd <= reg_rd;
                reg_pc <= reg_pc;
                reg_instruction <= reg_instruction;
                reg_immediate <= reg_immediate;
                reg1_data <= reg1_data;
                reg2_data <= reg2_data;
            end
            else
            begin
                reg_forward_a <= forward_a;
                reg_forward_b <= forward_b;
                reg_rd <= rd;
                if( c_jump_flag == 2'b11)
                    reg_rt <= 5'd31;
                else
                    reg_rt <= rt;
                reg_pc <= pc;
                reg_instruction <= instruction;
                reg_immediate <= instruction[15] ? {16'hFFFF, instruction[15:0]} : {16'h0, instruction[15:0]};
                if( regwrite_flag && write_reg == rs)
                    reg1_data <= write_data;
                else
                    reg1_data <= registers[rs];
                if(regwrite_flag && write_reg == rt)
                    reg2_data <= write_data;
                else
                    reg2_data <= registers[rt];
            end
        end
      end
	 always @(posedge clk)
	 begin
		if( rst )
			begin
				for( index = 0; index < 32; index = index + 1)
				begin
					registers[ index ] <= 0; 
				end
			end
		else
			begin  
				if( regwrite_flag )
					registers[ write_reg ] <= write_data;
			end
	 end
	 wire [5:0]    opcode;
	 wire [5:0]    funct;
	 wire [3:0]    ALUcmd;
	 assign opcode = instruction[31:26];
	 assign funct = instruction[5:0];
     ALU_Ctr ALU_Ctr_inst (
         .opcode(       opcode        ),
         .funct(        funct         ), 
         .ALUOp(        c_ALUOp       ), 
         .cmd(          ALUcmd        )
     );
	 CPU_Ctr CPU_Ctr_inst (
         .instruction(        instruction         ), 
         .regdst_flag(        c_regdst_flag        ), 
         .jump_flag(          c_jump_flag        ), 
         .branch_flag(        c_branch_flag        ), 
         .memread_flag(       c_memread_flag    ), 
         .memtoReg_flag(      c_memtoReg_flag    ), 
         .ALUOp(              c_ALUOp            ), 
         .memwrite_flag(      c_memwrite_flag    ), 
         .ALUSrc_flag(        c_ALUSrc_flag        ), 
         .regwrite_flag(      c_regwrite_flag    )
         );
	 always @(posedge clk)
	 begin
	   if( rst )
	   begin
	       reg_ctr_wb <= 0;
	       reg_ctr_m <= 0;
	       reg_ctr_ex <= 0;
	       reg_bht_token <= 0;
	       reg_ALUcmd <= 0;
	   end
	   else
	   begin
	       if( isCacheStall )
	       begin
	           reg_ctr_ex <= reg_ctr_ex;
	           reg_ctr_m <= reg_ctr_m;
	           reg_ctr_wb <= reg_ctr_wb;
	           reg_ALUcmd <= reg_ALUcmd;
	           reg_bht_token <= reg_bht_token;
	       end
	       else if( isHazard || isFlush )
	       begin
	           reg_ctr_ex <= 0;
	           reg_ctr_m <= 0;
	           reg_ctr_wb <= 0;
	           reg_ALUcmd <= 0;
	           reg_bht_token <= 0;
	       end
	       else
	       begin
	           reg_ALUcmd <= ALUcmd;
	           reg_ctr_ex[0] <= c_ALUSrc_flag;
	           reg_ctr_ex[2:1] <= c_ALUOp;
	           reg_ctr_ex[3] <= c_regdst_flag;
	           reg_ctr_m[0] <= c_memwrite_flag;
	           reg_ctr_m[1] <= c_memread_flag;
	           reg_ctr_m[3:2] <= c_branch_flag;
	           reg_ctr_m[5:4] <= c_jump_flag;
	           reg_ctr_wb[0] <= c_memtoReg_flag;
	           reg_ctr_wb[1] <= c_regwrite_flag;
	           reg_bht_token <= bht_token;
	       end
	   end
	 end
endmodule
[flow/config.mk]
export PLATFORM = sky130hd
export DESIGN_NAME = decode
export DESIGN_NICKNAME = decode
export VERILOG_FILES = /design/flow/design.v
export SDC_FILE = /design/flow/constraint.sdc
export NUM_CORES = 4
export LEC_CHECK = 1
export CORE_UTILIZATION = 50
==> load_flow_metrics.sql <==
-- implementation run metrics
INSERT INTO impl_metrics (metric_group, metric, value, unit) VALUES
('finish', 'layout-area-overhead-vs-synth', '13.9', '%'),
('clocking', 'worst_setup_hold_path_clk_slew', '0.05', 'ns'),
('timing', 'finalCriticalPeriod', '13.63', 'ns'),
('routing', 'first_pass_iters', '5', ''),
('timing', 'worst_clk_skew', '0.0334', 'ns'),
('clocking', 'number_of_cells_upsized_or_downsized_after_cts', '0', ''),
('timing', 'timing_max_transition_violations_final', '0', ''),
('clocking', 'clock_latency', '0.78', 'ns'),
('routing', 'drc', '0', ''),
('pwr', 'vdd_ir_drop_max', '0.0000646', 'V'),
('synth', 'yosys-top-cells-area', 'sky130_fd_sc_hd__edfxtp_1 50%, sky130_fd_sc_hd__and2_1 10%, sky130_fd_sc_hd__mux4_2 8.7%', ''),
('synth', 'synth.cell_area', '61900', 'um2'),
('timing', 'grt_setup_unrepaired', 'false', ''),
('synth', 'enable_flop_cells', '1024', ''),
('routing', 'detail_route.iter0.violations', '3317', ''),
('floorplan', 'dieArea', '125000', 'um2'),
('routing', 'finalWirelength', '229', 'mm'),
('timing', 'finalClockPeriodUsage', '0.475', ''),
('place', 'placedInstanceArea', '66100', 'um2'),
('synth', 'synth_async_sr_flop_share', '0', ''),
('critical_path', 'setup.worst_path.start', 'instruction[25]', ''),
('clocking', 'cts_buffer_depth', '3', ''),
('finish', 'n_fill_cell', '9584', ''),
('clocking', 'cts_made_buffers', '134', ''),
('synth', 'synth.comb.largest_family', 'multiplexers', ''),
('global_routing', 'grtUsageTotal', '0.400', ''),
('pwr', 'power_density', '59.9', 'nW/um2'),
('routing', 'via_count', '42700', ''),
('synth', 'netlist-cell-type-count', '57', ''),
('timing', 'headroom_to_the_max_slew_limit', '0.301', ''),
('critical_path', 'timing.reg2reg.worst_path_depth', '8', ''),
('place', 'dpl.hpwl', '134', 'mm'),
('global_routing', 'grt_max_degree', '88', ''),
('synth', 'mux_area_frac', '0.181', ''),
('timing', 'fmax', '0.0734', 'GHz'),
('routing', 'final_antenna_net_count', '0', ''),
('critical_path', 'crit_top_cell', 'sky130_fd_sc_hd__clkdlybuf4s50_1', ''),
('critical_path', 'setup.worst_path.start_class', 'input port', ''),
('synth', 'synth.cellmix.simpleShare', '0.136', ''),
('global_routing', 'grt_pass1_vias', '44100', ''),
('global_routing', 'grt_pass1_wl', '322', 'mm'),
('critical_path', 'critical-path-slowest-cell', 'sky130_fd_sc_hd__clkdlybuf4s50_1', ''),
('floorplan', 'chipWidth', '354', 'um'),
('synth', 'ys_chip_area', '61900', 'um2'),
('run_status', 'status', 'finished clean', ''),
('floorplan', 'die_y', '354', 'um'),
('floorplan', 'core-area', '122000', 'um2'),
('clocking', 'cts.root.buffer_cell', 'sky130_fd_sc_hd__clkbuf_16', ''),
('synth', 'post_synth_ao_oa_area_fraction', '0.0860', ''),
('synth', 'yosys_warns', '4', ''),
('synth', 'top_cells_by_count', '1029 x sky130_fd_sc_hd__and2_1, 1024 x sky130_fd_sc_hd__edfxtp_1, 474 x sky130_fd_sc_hd__mux2i_1, 298 x sky130_fd_sc_hd__clkbuf_1, 276 x sky130_fd_sc_hd__a21oi_1', ''),
('job', 'drv_cap', '0', ''),
('finish', 'sequential_cell_area', '33800', 'um2'),
('synth', 'ys_sh_adder', '0', ''),
('synth', 'netlist.area_leader.share', '0.497', ''),
('routing', 'drt-vias-per-instance', '6.36', ''),
('synth', 'synth-main-ff-cell', 'sky130_fd_sc_hd__edfxtp_1', ''),
('job', 'stage_log_warnings', '26', ''),
('floorplan', 'initCoreUtil', '0.506', ''),
('synth', 'sequential_to_total_area_share_from_yosys_stat', '0.547', ''),
('critical_path', 'reg2reg_from', 'reg_rt[2]$_SDFFE_PP0N_', ''),
('synth', 'synthesis.instances', '4847', ''),
('clocking', 'cts_setup_buffers', '0', ''),
('clocking', 'h-tree-depth', '4', ''),
('hold_path', 'min-delay-path-class', 'reg2reg', ''),
('synth', 'leading_cell_type_by_number_of_instances_after_synthesis', 'sky130_fd_sc_hd__and2_1', ''),
('critical_path', 'worstPathCellList', 'clkdlybuf4s50_1 -> xnor2_1 -> nand3_1 -> o22ai_2 -> and2_1 -> clkdlybuf4s50_1', ''),
('floorplan', 'num_rows', '128', ''),
('clocking', 'cts_tree', 'yes', ''),
('critical_path', 'cp-end-kind', 'primary output', ''),
('clocking', 'clock_sinks', '1178', '');
per-layer routing:
layer / global-route usage / up-vias / routed length, um / share of wire
li1: - / 18300 / - / -
met1: 0.506 / 20800 / 77200 / 0.34
met2: 0.552 / 2945 / 101000 / 0.44
met3: 0.294 / 578 / 40000 / 0.18
met4: 0.136 / 36 / 9660 / 0.042
met5: 0.0328 / - / 701 / 0.0031
report_power, final:
part	internal [mW]	switching, mW
clock network	1.02	0.705
logic	0.193	0.311
registers	1.95	0.0461
how the worst min path moves through the flow:
| stage | from | endpoint | slack [ns] | depth (start not counted) |
|---|---|---|---|---|
| final | reg_instruction[16]$_SDFFE_PP0N_ | reg_instruction[16]$_SDFFE_PP0N_ | 0.45 | 2 |
| after global routing | reg_pc[26]$_SDFFE_PP0N_ | reg_pc[26]$_SDFFE_PP0N_ | 0.47 | 2 |
| after CTS | reg_pc[28]$_SDFFE_PP0N_ | reg_pc[28]$_SDFFE_PP0N_ | 0.45 | 2 |
sequential cells by signal, indices dropped and copies added (netlist names), 4 cells and up:
| name | flops |
|---|---|
| reg_immediate | 16 |
| reg_rt | 5 |
| reg_ctr_ex | 4 |
| reg_instruction | 16 |
| reg2_data | 32 |
| reg_ALUcmd | 4 |
| reg_pc | 32 |
| reg1_data | 32 |
| registers | 1024 |
| reg_ctr_m | 6 |
per-stage QoR:
step           setup slack (ns)  hold WS [ns]  std cells   util  power, mW
3_5_place_dp              15.10         0.446       6447  0.541       2.52
5_1_grt                   15.05         0.471       6696  0.576       4.34
6_report                  15.07         0.453       6705  0.576       4.22
2_1_floorplan             16.52         0.401       4847      -       2.30
3_3_place_gp              15.06         0.439       6447  0.541       2.52
4_1_cts                   15.08         0.454       6693  0.576       4.22
worst max-delay path, delay by kind of cell:
kind            cells  cell delay [ns]
compound gates      1             0.25
xor+xnor            1             0.19
simple gates        2             0.31
buf+inv             2             1.39
final cells by class:
type,instances,area share
flip-flops and latches,1178,0.480
clock buffers,186,0.0525
diodes,12,0.000426
clock inverters,60,0.00937
well taps,1625,0.0288
multi-input cells,3137,0.363
repair buffers,504,0.0658
inverters,3,0.000160
placed cells by master, fill, tap and decap left out, drive strengths merged, types with 80 or more instances in the layout:
master | Yosys | final
clkdlybuf4s50 | 0 | 305
dfxtp | 154 | 154
nor2 | 80 | 80
a21oi | 277 | 277
clkbuf | 298 | 186
mux4 | 240 | 240
buf | 231 | 199
mux2 | 94 | 94
edfxtp | 1024 | 1024
mux2i | 474 | 474
a22oi | 221 | 221
o21ai | 115 | 115
nand2 | 190 | 190
and2 | 1029 | 1029
logic make-up (layout without fill, tap and decap cells):
| family | Yosys count | count (layout) |
|---|---|---|
| AOI/OAI and AO/OA | 831 | 831 |
| other | 0 | 12 |
| xor gates and xnor gates | 41 | 41 |
| muxes | 808 | 808 |
| and+or+nand+nor | 1457 | 1457 |
| buffers and inverters | 532 | 753 |
| DFF | 1178 | 1178 |
Power and IR drop assume default switching activity.
