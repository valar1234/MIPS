==> design/flow/design.v <==
`timescale 1ns / 1ps
module bypath(
input wire [31:0]   reg_data,
input wire [31:0]   ex_mem_data,
input wire [31:0]   mem_wb_data,
input wire [1:0]    sel,
output wire [31:0]  out
    );
    assign out = OUT(reg_data, ex_mem_data, mem_wb_data, sel);
    function [31:0] OUT;
    input [31:0]    a;
    input [31:0]    b;
    input [31:0]    c;
    input [1:0]     sel;
    begin
        case( sel )
        2'b00: OUT = a;
        2'b10: OUT = b;
        2'b01: OUT = c;
        default: OUT = a;
        endcase
    end
    endfunction
endmodule
==> design/flow/run.sh <==
#!/bin/bash
# OpenROAD 26Q1-2900-gdf79404cd8, Yosys 0.63+post, stock flow scripts
make -C /OpenROAD-flow-scripts/flow DESIGN_CONFIG=/design/flow/config.mk WORK_HOME=/design/flow/orfs finish
==> design/flow/constraint.sdc <==
current_design bypath

set clk_period 5.2
set clk_io_pct 0.2

create_clock -name clk0 -period $clk_period

set non_clock_inputs [all_inputs -no_clocks]
set_input_delay [expr $clk_period * $clk_io_pct] -clock clk0 $non_clock_inputs
set_output_delay [expr $clk_period * $clk_io_pct] -clock clk0 [all_outputs]
==> design/flow/config.mk <==
export PLATFORM = sky130hd
export DESIGN_NAME = bypath
export DESIGN_NICKNAME = bypath
export VERILOG_FILES = /design/flow/design.v
export SDC_FILE = /design/flow/constraint.sdc
export NUM_CORES = 4
export LEC_CHECK = 1
export CORE_AREA = 10 10 89 89
export DIE_AREA = 0 0 99 99
==> results.json <==
{
  "ctsHoldBuffers": 0,
  "antenna_found_initial": 0,
  "grt_util_all_layers": 0.0849,
  "crit_top_cell": "clkdlybuf4s50_1",
  "warning_count": 33,
  "crit_chain": "clkdlybuf4s50_1, inv_1, ha_2, buf_4, nand2_1, o21ai_1, clkdlybuf4s50_1",
  "grt_first_pass_wirelength_mm": 7.04,
  "wire_per_inst_um": 14.8,
  "max_freq_ghz": 0.248,
  "drt_pass1_iterations": 4,
  "fin_hold_ws_ns": 2.99,
  "setup_viol": 0,
  "grt_max_degree": 33,
  "die-area_mm2": 0.00980,
  "syn_avg_cell_area_um2": 5.64,
  "die_h_um": 99,
  "path_buffers": 4,
  "synth_stat.cells": 113,
  "p_leak_nw": 0.715,
  "synthCells": 113,
  "holdPathStages": 4,
  "layout_top_cell": "clkdlybuf4s50_1",
  "p_sw_mw": 0.0522,
  "seq_area_um2": 0,
  "yosysSeqAreaShare": 0,
  "core_mm2": 0.00599,
  "slew_violations": 0,
  "rsz0062_at_grt": "no",
  "yosys_warnings": 1,
  "critical-path-max-stage-delay_ns": 0.48,
  "post_cts.repair.setup_buffers": 0,
  "slew_headroom": 0.563,
  "cp.required_ns": 4.16,
  "internal-power_mw": 0.131,
  "wl_mm": 4.56,
  "ir_drop_mv": 0.0402,
  "drtIter0Drc": 31,
  "yosysUniqueCellTypes": 8,
  "netlist_area_um2": 637,
  "layout-drive-gt1-share": 0.0214,
  "cp_max_fo": 26,
  "layout_top_cells": "clkdlybuf4s50_1, a22oi_1, nand2_1, o21ai_1, buf_4",
  "switching_share": 0.285,
  "cp_top_family": "buffers and inverters",
  "rows": 28,
  "vias_per_cell": 4.07,
  "areaGrowthSynthToFinish_pct": 211,
  "portBuffers": 130,
  "power_frac_comb": 1.000,
  "cts_resized": 0,
  "total_power_mw": 0.183,
  "worstMarginPinSlew_ns": 0.655,
  "io_pins": 130,
  "dp_hpwl_mm": 3.86,
  "layout.cells.non_filler": 309,
  "p_seq_frac": 0,
  "fin_crit_sh": 0.776,
  "drc": 0,
  "dp_cells": 309,
  "critPathArrivalTime_ns": 2.99,
  "finalCriticalPeriod_ns": 4.03,
  "end_kind": "output pin",
  "pwr-share-clk": 0,
  "gp_congestion": 0.744,
  "nClkBuffers": 0,
  "setup_tns_ns": 0,
  "min_path_type": "primary input to output pin",
  "drtAntennaViolNets": 0,
  "overflow": 0,
  "grt_pass1_vias": 1310,
  "status": "complete, no violations",
  "hold_violations": 0,
  "startpoint_type": "primary input",
  "antenna_cells": 0,
  "fp_util": 0.106,
  "num_vias": 1259,
  "path_class": "primary input to output pin",
  "min_to": "out[2]",
  "yosys_area_um2": 637,
  "hold_start": "reg_data[2]",
  "crit_slowest_cell": "clkdlybuf4s50_1",
  "die_w_um": 99,
  "design.seq.count": 0,
  "powerDensity_mw_per_mm2": 92.2,
  "utilization": 0.331,
  "max_cap_viol_count": 0
}
[per-layer routing]
layer | vias to the layer above | part of all wire | global-route usage
met3 | 0 | 0.13 | 0.0359
li1 | 663 | - | -
met4 | 0 | 0 | 0
met1 | 520 | 0.42 | 0.106
met2 | 76 | 0.45 | 0.141
met5 | - | 0 | 0
[cell families after synthesis]
kind of cell / synth area share
compound gates: 0.629
fa+ha+maj: 0.0393
buf+inv: 0.143
simple gates: 0.189
[per-stage QoR]
| step | instance area [um2] | worst slack, ns |
|---|---|---|
| after CTS | 1980 | 1.14 |
| after detailed placement | 1980 | 1.14 |
| after global placement | 1980 | 1.15 |
| final | 1980 | 1.17 |
| after floorplan | 637 | 2.42 |
| after global routing | 1980 | 0.947 |
[power by group through the flow]
stage	logic (mW)	clock network (mW)	registers, mW
final	0.183	0	0
after global routing	0.202	0	0
after CTS	0.186	0	0
[tightest hold or removal path, cell delays in order]
cell and delay, ns:
clkdlybuf4s50_1 0.39, nand2_1 0.06, o21ai_1 0.05, clkdlybuf4s50_1 0.40
[synth_stat cells]
cell type	n	area [um2]
buf_6	3	33.8
a22oi_1	32	240
o21ai_0	2	10.0
ha_1	2	25.0
nand2_1	32	120
buf_2	10	50.1
inv_1	2	7.51
o21ai_1	30	150
[worst max path at each step]
stage / startpoint / endpoint / slack, ns / depth (start not counted)
6_report: sel[0] / out[11] / 1.17 / 7
4_1_cts: sel[0] / out[25] / 1.14 / 7
5_1_grt: sel[1] / out[31] / 0.95 / 5
[area by class of cell]
class	count	area, um2
Multi-Input combinational cell	98	548
Timing Repair Buffer	134	1330
Fill cell	620	4010
Inverter	2	7.51
Tap cell	75	93.8
Power figures rest on the tool's default switching activity, not on a simulated workload.
