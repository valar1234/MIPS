File: /design/flow/constraint.sdc
current_design bypath2

set clk_period 8.6
set clk_io_pct 0.2

create_clock -name clk0 -period $clk_period

set non_clock_inputs [all_inputs -no_clocks]
set_input_delay [expr $clk_period * $clk_io_pct] -clock clk0 $non_clock_inputs
set_output_delay [expr $clk_period * $clk_io_pct] -clock clk0 [all_outputs]
File: /design/flow/config.mk
export PLATFORM = sky130hd
export DESIGN_NAME = bypath2
export DESIGN_NICKNAME = bypath2
export VERILOG_FILES = /design/flow/design.v
export SDC_FILE = /design/flow/constraint.sdc
export NUM_CORES = 4
export LEC_CHECK = 1
export CORE_AREA = 10 10 79 79
export DIE_AREA = 0 0 89 89
File: /design/flow/run.sh
#!/bin/bash
# OpenROAD 26Q1-2900-gdf79404cd8, Yosys 0.63+post, stock flow scripts
make -C /OpenROAD-flow-scripts/flow DESIGN_CONFIG=/design/flow/config.mk WORK_HOME=/design/flow/orfs finish
File: /design/flow/design.v
`timescale 1ns / 1ps
module bypath2(
input wire [31:0]   reg_data,
input wire [31:0]   ex_mem_data,
input wire [31:0]   mem_wb_data,
input wire [31:0]   immediate,
input wire          ALUSrc_flag,
input wire [1:0]    sel,
output wire [31:0]  out
    );
    assign out = OUT(reg_data, ex_mem_data, mem_wb_data, immediate, ALUSrc_flag, sel);
    function [31:0] OUT;
    input [31:0]    a;
    input [31:0]    b;
    input [31:0]    c;
    input [31:0]    d;
    input           flag;
    input [1:0]     sel;
    begin
       case(  {flag, sel})
        3'b100: OUT = d;
        3'b101: OUT = d;
        3'b110: OUT = d;
        3'b111: OUT = d;
        3'b000: OUT = a;
        3'b010: OUT = b;
        3'b001: OUT = c;
        default: OUT = a;
       endcase
    end
    endfunction
endmodule
==> impl_metrics.ini <==
; generated from flow reports
[worst_setup_path]
timing.critical_path.slowest_cell_delay_ns = 0.49
critical_path_fanouts_max = 34
timing_worst_setup_path_type = in2out
cp_common_cell = clkdlybuf4s50_1
timing.critical_path.to_type = output port
worst_path_cell_chain = clkdlybuf4s50_1 > buf_4 > inv_2 > o221ai_1 > a2bb2oi_1 > clkdlybuf4s50_1
critPathTopFamily = buffers and inverters
critPathRequiredTime_ns = 6.88
worstPathArrival_ns = 3.83
timing.critical_path.slowest_stage_cell = clkdlybuf4s50_1
timing.critical_path.buf_inv = 4
worst_setup_path_start_kind = input pin

[synthesis]
post_synth_inst_count = 120
syn_avg_cell_area_um2 = 7.11
ys_types = 16
synth-warning-count = 1
netlist_top_cells_count = a2bb2oi_1 (17), nand2_1 (17), o221ai_1 (17)
synth-seq-area-share_pct = 0
ys_cells = 120
cell_types_occupying_the_most_area_after_synthesis = a2bb2oi_1 (17%), o221ai_1 (17%), a221oi_1 (15%), o2bb2ai_1 (15%), nand2_1 (7.5%)
area_reported_by_yosys_stat_um2 = 853
netlist_area_um2 = 853
synthDominantAreaCellType = a2bb2oi_1
synth_largest_type_area_fraction_pct = 17.4

[grt]
first_global_vias = 1769
grt_antenna_before_repair = 0
grt_pass1_wl_um = 9260
grt_start_max_net_pins = 35
global_route.overflow_total = 0
track_usage_pct = 14.7

[floorplanning]
placement_rows = 25
fp.coreArea_mm2 = 0.00466
dieArea_mm2 = 0.00792
floorplan.initialDensity_pct = 18.3
top_level_ports = 163
die_width_um = 89
die.size.y_um = 89

[final_timing]
hold_viol_final = 0
slew_headroom_pct = 51.8
timing.final.crit_share_pct = 64.5
grt_setup_unrepaired = false
post-route-min-period_ns = 5.55
final.hold.worst_slack_ns = 4.35
max_clock_freq_mhz = 180
accumulated_negative_setup_slack_ns = 0
worst_pin_slew_ns = 0.723
number_of_endpoints_failing_setup_at_the_final_stage = 0
timing_max_transition_violations_final = 0

[placed_design]
placement.io_buffers = 163
hpwlAfterDp_um = 5380
routabilityCongestion = 0.785

[finish]
seq_cells = 0
clock_buffers = 0
layout-area-overhead-vs-synth_pct = 189
flop_area_um2 = 0
final_layout_size_suffix_gt1_share_pct = 2.23

[drt]
detail_route.drc_violations = 0
drt_pre_antenna_iters = 4
final_routed_wirelength_um = 6300
drt_first_iter_violations = 31
route.vias.total = 1579
antenna_left = 0
wl_per_cell_um = 19.5
antenna-diode-count = 0
viasPerCell = 4.89

[min_path]
hold_removal_path_class = in2out

[pwr]
vdd_drop_max_v = 0.0000308
leakage_nw = 0.876
post_layout_total_power_uw = 127
power_per_cell_area_mw_per_mm2 = 51.5

[cts]
holdBufCountCts = 0
post_cts_resize_count = 0
cts_setup_buffers = 0

[run]
openroad.warnings = 32
drv_cap = 0

[status]
status = complete, no violations
[per-layer routing]
metal / global-route usage (%) / up-vias / part of all wire, %
met2: 24.9 / 109 / 45
met4: 1.01 / 0 / 0.57
met3: 8.08 / 4 / 17
met1: 16.4 / 660 / 38
met5: 0 / - / 0
li1: - / 806 / -
[cell type report]
cell class	count	area, um2
Timing Repair Buffer	166	1650
Tap cell	54	67.6
Inverter	1	3.75
Multi-Input combinational cell	102	739
Fill cell	439	2200
[placed cells by master (no fill, tap or decap), drive strengths merged]
master         count
a221oi            15
a2bb2oi           17
buf                3
clkdlybuf4s50    163
inv                1
nand2             17
nand2b             2
nand3              1
nor2              15
nor2b              2
nor3               1
o221ai            17
o2bb2ai           15
[worst min-delay path: stages]
cell	delay (ns)
clkdlybuf4s50_1	0.39
nand2_1	0.06
a2bb2oi_1	0.06
clkdlybuf4s50_1	0.40
[report_power, final]
part	internal (mW)	switching (mW)	leakage, nW
clock network	0	0	0
registers	0	0	0
logic	0.0930	0.0339	0.876
total	0.0930	0.0339	0.876
[through the flow]
step | utilization (%) | setup WS [ns] | area (um2) | cells
2_1_floorplan | - | 4.43 | 853 | 120
3_3_place_gp | 52.9 | 3.02 | 2460 | 323
3_5_place_dp | 52.9 | 3.01 | 2460 | 323
4_1_cts | 52.9 | 3.01 | 2460 | 323
5_1_grt | 52.9 | 2.87 | 2460 | 323
6_report | 52.9 | 3.05 | 2460 | 323
[kinds of logic after synthesis]
group,count (synthesis),share of synthesized area (%)
AND-OR/OR-AND,64,65.7
buffers and inverters,18,13.3
AND/OR/NAND/NOR,38,21.0
[worst paths after layout]
check,startpoint,end,slack (ns),cells after the start
worst max-delay path,ALUSrc_flag,out[14],3.05,6
worst min-delay path,immediate[20],out[20],4.35,4
Power and IR drop assume default switching activity.
